<file path="flow/config.mk">
export PLATFORM = sky130hd
export DESIGN_NAME = task2
export DESIGN_NICKNAME = task2
export VERILOG_FILES = /design/flow/design.v
export SDC_FILE = /design/flow/constraint.sdc
export NUM_CORES = 4
export LEC_CHECK = 1
export CORE_AREA = 10 10 75 75
export DIE_AREA = 0 0 85 85
</file>
<file path="flow/constraint.sdc">
current_design task2

set clk_period 1.0
set clk_io_pct 0.2

create_clock -name clk0 -period $clk_period [get_ports {CLK}]

set non_clock_inputs [all_inputs -no_clocks]
set_input_delay [expr $clk_period * $clk_io_pct] -clock clk0 $non_clock_inputs
set_output_delay [expr $clk_period * $clk_io_pct] -clock clk0 [all_outputs]
</file>
<file path="flow/design.v">
module task2(
    input CLK,
	 input RST,
	 input [15:0] in_op_node0,
    input [15:0] in_op_node1,
    output wire [7:0] out_sorter_node0,
    output wire [7:0] out_sorter_node1
    );
    reg [1:0] state_node0 = 2'b00;
    reg [1:0] next_state_node0;
    reg [3:0] priority_node0 = 4'b0000;
	 reg [3:0] next_priority_node0 = 4'b0000;
    reg [1:0] state_node1 = 2'b00;
    reg [1:0] next_state_node1;
    reg [3:0] priority_node1 = 4'b0000;
	 reg [3:0] next_priority_node1 = 4'b0000;
    reg [7:0] exe_hit = 8'b10000000;
    reg [7:0] next_exe_hit;
    reg [7:0] id_plus_prty_node0;
    reg [7:0] id_plus_prty_node1;
	 reg [31:0] next_r_counter_node0 = 32'b0;
	 reg [31:0] next_r_counter_node1 = 32'b0;
    reg [31:0] r_counter_node0 = 32'b0;
    reg [31:0] r_counter_node1 = 32'b0;
    localparam task_id = 8'b00000011;
    always @(*) begin
		if (state_node0 != 2'b11) begin
            case (in_op_node0 & 16'b0000111111110000)
                16'b0000001100010000: next_state_node0 <= 2'b00;  
                16'b0000001100100000: next_state_node0 <= 2'b01;  
                16'b0000001100110000: next_state_node0 <= 2'b10;  
                16'b0000001101000000: next_state_node0 <= 2'b11;  
                16'b0000001101010000: next_priority_node0 <= in_op_node0[3:0];  
                16'b0000001101100000: next_exe_hit <= in_op_node0[3:0];  
                16'b0000001101110000: begin  
                    if (state_node0 == 2'b00 && exe_hit > 0) begin
                        next_exe_hit <= exe_hit - 1;
                        next_r_counter_node0 <= 0;
                    end
                end
                16'b0000001111000000: begin  
                    next_state_node0 <= 2'b11;
                end
                default: begin
							next_state_node0 <= state_node0;
							next_priority_node0 = priority_node0;
							next_exe_hit = exe_hit;
							next_r_counter_node0 = r_counter_node0;
					 end
            endcase
			end
    end
    always @(*) begin
		if (state_node1 != 2'b11) begin
            case (in_op_node1 & 16'b0000111111110000)
                16'b0000001100010000: next_state_node1 <= 2'b00;  
                16'b0000001100100000: next_state_node1 <= 2'b01;  
                16'b0000001100110000: next_state_node1 <= 2'b10;  
                16'b0000001101000000: next_state_node1 <= 2'b11;  
                16'b0000001101010000: next_priority_node1 <= in_op_node1[3:0];  
                16'b0000001101100000: next_exe_hit <= in_op_node1[3:0];  
                16'b0000001101110000: begin  
                    if (state_node1 == 2'b00 && exe_hit > 0) begin
                        next_exe_hit <= exe_hit - 1;
                        next_r_counter_node1 <= 0;
                    end
                end
                16'b0000001111000000: begin  
							next_state_node1 <= 2'b11;
                end
                default: begin
							next_state_node1 <= state_node1;
							next_priority_node1 = priority_node1;
							next_exe_hit = exe_hit;
							next_r_counter_node1 = r_counter_node1;
					 end
            endcase
			end
    end
    always @(posedge CLK or posedge RST) begin
		if (RST) begin
            state_node0 <= 2'b00;
            priority_node0 <= 4'b0000;
            state_node1 <= 2'b00;
            priority_node1 <= 4'b0000;
            exe_hit <= 8'b10000000;
            r_counter_node0 <= 32'b0;
            r_counter_node1 <= 32'b0;
        end else begin
			  if (state_node0 == 2'b00) begin
					id_plus_prty_node0 <= {priority_node0, task_id};
			  end else begin
					id_plus_prty_node0 <= 8'b00000000;
			  end
			  state_node0 <= next_state_node0;
			  if (state_node1 == 2'b00) begin
					id_plus_prty_node1 <= {priority_node1, task_id};
			  end else begin
					id_plus_prty_node1 <= 8'b00000000;
			  end
			  state_node1 <= next_state_node1;
			  if (next_r_counter_node0 == 10000) begin
					r_counter_node0 <= 0;
					priority_node0 <= next_priority_node0;
			  end else if (next_r_counter_node0 == 0) begin
					r_counter_node0 <= 0;
					priority_node0 <= next_priority_node0 + 1;	
			  end
			  if (next_r_counter_node1 == 10000) begin
					r_counter_node1 <= 0;
					priority_node1 <= next_priority_node1;
			  end else if (next_r_counter_node1 == 0) begin
					r_counter_node1 <= 0;
					priority_node1 <= next_priority_node1 + 1;	
			  end
			  exe_hit <= next_exe_hit;
			  r_counter_node0 <= r_counter_node0 + 1;
			  r_counter_node1 <= r_counter_node1 + 1;
		 end
	 end
    assign out_sorter_node0 = id_plus_prty_node0;
    assign out_sorter_node1 = id_plus_prty_node1;
endmodule
</file>
<file path="flow/run.sh">
#!/bin/bash
# OpenROAD 26Q1-2900-gdf79404cd8, Yosys 0.63+post, stock flow scripts
make -C /OpenROAD-flow-scripts/flow DESIGN_CONFIG=/design/flow/config.mk WORK_HOME=/design/flow/orfs finish
</file>
==> qor.csv <==
stage;metric;value;unit
setup_path;crit_family;flip-flops;
sta;min_period_over_period;0.892;
synthesis;yosysWarnings;1;
clock_network;cts_buffers;3;
setup_path;rr_worst_depth;1;
sta;unconstrained_endpoints;8;
global_routing;grt_usage;0.0333;
global_routing;grt_pass1_wl;2.04;mm
setup_path;crit_slowest_cell;edfxtp_1;
global_routing;grt_max_degree;7;
setup_path;crit_chain;clkbuf_2;
power_and_ir_drop;ir_drop;0.214;mV
power_and_ir_drop;totalPowerFinal;0.000746;W
placed_design;gp_congestion;0.686;
cells_and_area;final_common_cell;clkdlybuf4s50_1;
route;via_count;482;
clock_network;hold_buffers;0;
cells_and_area;fillerInstances;442;
sta;period_needed;0.892;ns
setup_path;cp-end-kind;output port;
clock_network;clkTransAtPathRegs;0.03;ns
setup_path;critPathCapture;out_sorter_node1[1];
clock_network;cts_tree;built;
synthesis;netlist_area;544;um2
synthesis;async_flop_share;0.400;
cells_and_area;drive_above_1_share;0.110;
placed_design;io_buffers;21;
clock_network;cts_root_buffer;clkbuf_8;
route;ant_nets;0;
setup_path;worstSetupPathType;reg2out;
clock_network;cts_buffer_depth;2;
global_routing;antenna_found_initial;0;
route;first_iter_violations;33;
setup_path;r2r_end;id_plus_prty_node0[0]$_DFFE_PN_;
setup_path;arrival;0.69;ns
setup_path;startpoint;id_plus_prty_node1[0]$_DFFE_PN_;
power_and_ir_drop;power_density;945;mW/mm2
setup_path;worstPathRequired;0.80;ns
sta;fin_worst_skew;0.0000330;ns
setup_path;start_kind;register;
outcome;status;completed;
power_and_ir_drop;leakage;0.323;nW
synthesis;ys_area;544;um2
route;drc;0;
synthesis;ys_top_cells_by_area;buf_4 19%, dfrtp_1 18%, dlxtn_1 11%;
route;drt_wl_total;1.29;mm
floorplan;core;0.00406;mm2
floorplan;row_count;23;
cells_and_area;syn_to_final_growth;45.1;%
route;drt_first_pass_iters;4;
sta;grt_setup_unrepaired;no;
cells_and_area;fin_util;0.195;
synthesis;avgSynthCellArea;9.22;um2
synthesis;top_cell_area_share;0.193;
setup_path;critPathMaxStageDelay;0.37;ns
route;wire_per_inst;9.80;um
flow_run;warnings;42;
route;viasPerCell;3.65;
floorplan;dieWidth;85;um
setup_path;rr_startpoint;state_node0[0]$_DFF_PP0_;
flow_run;maxCapViolations;0;
setup_path;cp_num_cells;1;
floorplan;chip_area;0.00723;mm2
synthesis;synth_flops;10;
synthesis;yosys_cells;59;
setup_path;worst-path-max-fanout;2;
sta;hold_viol;0;
clock_network;h-tree-depth;1;
sta;setup_viol;0;
setup_path;r2r_slack;0.29;ns
sta;max_freq;1120;MHz
synthesis;yosysTopAreaCell;buf_4;
min_path;hold_path.class;in2async;
synthesis;synth-edff-count;2;
synthesis;synthCells;59;
cells_and_area;lay_top_cells;17 x clkdlybuf4s50_1, 12 x conb_1, 6 x nor2_1;
floorplan;initCoreUtil;0.134;
sta;unclocked_pins;4;
synthesis;synth_cell_type_count;22;
placed_design;dp_hpwl;1.16;mm
global_routing;grt_pass1_vias;482;
clock_network;clk_latency;0.22;ns
setup_path;worst-path-buf-inv;1;
floorplan;die_y;85;um
route;diodes;0;
synthesis;yosys_most_used_dff;dlxtn_1;
floorplan;pin_count;50;
sta;slew_violations;0;
sta;hold_slack;0.324;ns
global_routing;grt_overflow;0;
==> repair_timing <==
| item | 4_1_cts | 5_1_grt |
|---|---|---|
| cloned | 0 | 0 |
| setup endpoints to repair | 4 | 4 |
| setup buffers | 0 | 0 |
| resized | 4 | 8 |
==> registers in the layout, summed over array words and instances (netlist names) <==
signal              count
next_state_node1        2
id_plus_prty_node1      1
state_node0             2
state_node1             2
next_state_node0        2
id_plus_prty_node0      1
==> synthesized netlist by cell type (all sizes together) (2+ instances only) <==
library cell and instances:
a21oi 2, and4bb 2, buf 14, dfrtp 4, dlxtn 4, edfxtp 2, inv 2, nand2 3
nand3 2, nand4 2, nand4bb 2, nor2 6, o21ai 3, o31ai 3
==> area by class of cell <==
type / instances / area, um2 / area share
Sequential cell: 10 / 220 / 0.279
Inverter: 2 / 7.51 / 0.00951
Multi-Input combinational cell: 44 / 253 / 0.320
Clock buffer: 3 / 41.3 / 0.0523
Tap cell: 50 / 62.6 / 0.0792
Timing Repair Buffer: 23 / 205 / 0.260
==> power breakdown <==
| part | total [W] | switching, W | internal [W] |
|---|---|---|---|
| Clock | 0.000353 | 0.0000950 | 0.000258 |
| Sequential | 0.000266 | 0.00000296 | 0.000263 |
| Combinational | 0.000127 | 0.0000460 | 0.0000811 |
==> metrics by stage <==
step	cell area, um2	TNS (ns)	worst slack, ns	std cells
final	790	0	0.108	132
after global routing	790	0	0.0698	132
after CTS	805	-0.151	-0.0395	132
after detailed placement	768	-0.0589	-0.0294	129
after global placement	768	-0.0662	-0.0331	129
after floorplan	586	0	0.344	70
==> how the worst min path moves through the flow <==
stage	startpoint	endpoint	slack [ns]
after CTS	RST	state_node1[1]$_DFF_PP0_	0.33
after global routing	RST	state_node0[1]$_DFF_PP0_	0.37
final	RST	state_node0[1]$_DFF_PP0_	0.32
==> per-layer routing <==
layer,GRT usage,share of wire,wire length (um),up-vias
met5,0,0,0,-
met4,0.00749,0.024,31,0
met3,0.0183,0.11,139,5
met2,0.0490,0.47,611,24
met1,0.0415,0.40,511,214
li1,-,-,-,239
==> logic make-up after synthesis <==
group / after synthesis / share of synthesized area
AOI/OAI and AO/OA: 14 / 0.175
buffers and inverters: 16 / 0.207
DFF: 6 / 0.294
latches: 4 / 0.110
other: 1 / 0.00689
and+or+nand+nor: 18 / 0.207
Power and IR drop assume default switching activity.
