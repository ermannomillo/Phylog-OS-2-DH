===== /design/flow/config.mk =====
export PLATFORM = sky130hd
export DESIGN_NAME = RAM_mutex
export DESIGN_NICKNAME = RAM_mutex
export VERILOG_FILES = /design/flow/design.v
export SDC_FILE = /design/flow/constraint.sdc
export NUM_CORES = 4
export LEC_CHECK = 1
export CORE_UTILIZATION = 40

===== /design/flow/constraint.sdc =====
current_design RAM_mutex

set clk_period 19.8
set clk_io_pct 0.2

create_clock -name clk0 -period $clk_period [get_ports {CLK}]

set non_clock_inputs [all_inputs -no_clocks]
set_input_delay [expr $clk_period * $clk_io_pct] -clock clk0 $non_clock_inputs
set_output_delay [expr $clk_period * $clk_io_pct] -clock clk0 [all_outputs]

===== /design/flow/design.v =====
module RAM_mutex(
		input wire CLK,
		input RST,
		input [15:0] in_op_node0,
		input [15:0] in_op_node1,
		output wire [15:0] out_node
		);
		reg [1:0] lock = 3;
		reg [1:0] next_lock;
		reg [15:0] stop_sequence  = 64767;   
		reg [15:0] start_sequence = 64512;  
		reg [7:0] matrix [255:0];
		reg [7:0] frame_pointer = 0;
		reg [7:0] stack_pointer = 0;
		reg [7:0] next_frame_pointer = 0;
		reg [7:0] next_stack_pointer = 0;
		reg [15:0] out_synchro;
		always @(*) begin 		
			case (lock)
			2'b00 : begin
				if(in_op_node0 == stop_sequence) begin
					next_lock <= 3;
				end
				else begin
					next_lock <= 0;
				end
			end
			2'b01 : begin
				if(in_op_node1 == stop_sequence) begin
					next_lock <= 3;
				end
				else begin
					next_lock = 1;
				end
			end
			2'b11 : begin
				if((((in_op_node0 ^ start_sequence) <= 15) && ((in_op_node0 ^ start_sequence) != 0)) && (((in_op_node1 ^ start_sequence) <= 15) && ((in_op_node1 ^ start_sequence) != 0))) begin
					if((in_op_node0 ^ start_sequence) >= (in_op_node1 ^ start_sequence)) begin
						next_lock <= 0;
					end
					else begin
						next_lock <= 1;
					end
				end
				else if(((in_op_node0 ^ start_sequence) <= 15) && ((in_op_node0 ^ start_sequence) != 0)) begin
					next_lock <= 0;
				end
				else if(((in_op_node1 ^ start_sequence) <= 15) && ((in_op_node1 ^ start_sequence) > 0)) begin
					next_lock <= 1;
				end
				else begin
					next_lock <= 3;
				end
			end
			default : begin 
				next_lock = 3;	
			end
			endcase
		end
		always @(*) begin
			case(lock) 
					2'b00 : begin 	 
						if((in_op_node0 ^ start_sequence) <= 15) begin
						end
						else begin
							case (in_op_node0 & 16'b0011111100000000)	
								7168 : begin  
									matrix[stack_pointer] <= in_op_node0 & 16'b0000000011111111;
									next_stack_pointer <= stack_pointer + 1;
								end
								11264 : begin  
									next_stack_pointer <= frame_pointer;
									next_frame_pointer <= matrix[frame_pointer];
								end
								15360 : begin  
									matrix[stack_pointer] <= frame_pointer;
									next_stack_pointer <= stack_pointer + 1;
									next_frame_pointer <= stack_pointer;
								end
							endcase
						end
					end
					2'b01 : begin 
						if((in_op_node1 ^ start_sequence) <= 15) begin
						end
						else begin
							case (in_op_node1 & 16'b0011111100000000)
								7168 : begin  
									matrix[stack_pointer] <= in_op_node1 & 16'b0000000011111111;
									next_stack_pointer <= stack_pointer + 1;
								end
								11264 : begin  
									next_stack_pointer <= frame_pointer;
									next_frame_pointer <= matrix[frame_pointer];
								end
								15360 : begin  
									matrix[stack_pointer] <= frame_pointer;
									next_stack_pointer <= stack_pointer + 1;
									next_frame_pointer <= stack_pointer;
								end
							endcase
						end
					end	
					 default: begin
						next_stack_pointer <= stack_pointer;
						next_frame_pointer <= frame_pointer;
					 end
				endcase
		end
		always @(posedge CLK or posedge RST) begin
        if (RST) begin
            lock <= 2'b11;           
            frame_pointer <= 8'b0;   
            stack_pointer <= 8'b0;   
            out_synchro <= 16'b0;    
        end else begin
				case(lock) 
						2'b00 : begin 
							if((in_op_node0 ^ start_sequence) <= 15) begin
								out_synchro <= 16'b0000000100000000;
								lock <= next_lock;
							end
							else if((in_op_node0 & 16'b0011111100000000) == 3072) begin   
								out_synchro <= { 8'b00000001, matrix[(in_op_node0 & 16'b0000000011111111) + frame_pointer]};
								lock <= next_lock;
							end
							else begin 
								out_synchro <= 16'b0000000100000000;
								lock <= next_lock;
							end
						end
						2'b01 : begin 
							if((in_op_node1 ^ start_sequence) <= 15) begin
								out_synchro <=  16'b0000001000000000;
								lock <= next_lock;
							end
							else if((in_op_node1 & 16'b0011111100000000) == 3072) begin   
								out_synchro <= { 8'b00000010, matrix[(in_op_node0 & 16'b0000000011111111)+ frame_pointer]};
								lock <= next_lock;
							end
							else begin 
								out_synchro <= 16'b0000001000000000;
								lock <= next_lock;
							end
						end
						2'b11 : begin 
							out_synchro <= 16'b0;
							lock <= next_lock;
						end
						default : begin
							out_synchro <= 16'b0;
							lock <= next_lock;
						end
				endcase
				frame_pointer <= next_frame_pointer;
				stack_pointer <= next_stack_pointer;
			end
		end
		assign out_node = out_synchro;
endmodule

===== /design/flow/run.sh =====
#!/bin/bash
# OpenROAD 26Q1-2900-gdf79404cd8, Yosys 0.63+post, stock flow scripts
make -C /OpenROAD-flow-scripts/flow DESIGN_CONFIG=/design/flow/config.mk WORK_HOME=/design/flow/orfs finish

==> impl_metrics.tcl <==
# implementation run metrics
set metrics [dict create \
    ys_sh_adder 0.00533 \
    row_count 149 \
    untimed_endpoints 2080 \
    ys_sh_mux 0.00568 \
    ys_chip_area_sq_mm 0.0671 \
    aoi_share 0.290 \
    ys_sh_xor 0.00116 \
    grt_pass1_wl_um 1270000 \
    clockBufferDepth 2 \
    io_pins 50 \
    htree_levels 1 \
    logic_family "AND-OR/OR-AND gates" \
    pre_cts_ws_ns 9.01 \
    grt_remaining_overflow 37800 \
    run_status "aborted with a tool error" \
    syn_area_per_cell_sq_um 8.61 \
    synthFlopType "dlxtn_1" \
    track_usage 1.23 \
    synthCells 7800 \
    fp.dieH_um 412 \
    synth_cell_type_count 97 \
    io_buffers 43 \
    cts-root-buf "clkbuf_16" \
    synthArstFlopShare 0.0134 \
    haltStage "5_1_grt" \
    post_cts_resized 0 \
    grt_pass1_vias 106000 \
    grt_max_degree 184 \
    numSynthFlops 2092 \
    fp_util 0.405 \
    cts_hold_buf 0 \
    gp_congestion 2.00 \
    dp_hpwl_um 730000 \
    post_cts_buffers 0 \
    error "[ERROR GRT-0116] Global routing finished with congestion. Check the congestion regions in the DRC Viewer." \
    edf_count 0 \
    syn-cell-area_sq_mm 0.0671 \
    yosysWarningCount 2 \
    synth-simple-area-share 0.182 \
    unclocked_pins 2064 \
    die_w_um 412 \
    cts_made_buffers 3 \
    ys_cells 7800 \
]
==> per-layer routing <==
metal	GRT usage	GRT overflow
met1	1.25	11700
met2	1.39	15000
met3	1.10	6491
met4	1.12	4057
met5	0.958	620
==> synthesized netlist by cell type, types with 20 or more instances <==
library cell / instances / area share
dlxtn_1: 2064 / 0.46
o221ai_1: 21 / 0.0027
nor4_1: 149 / 0.014
inv_1: 25 / 0.0014
clkbuf_1: 446 / 0.025
a222oi_1: 73 / 0.011
a21oi_1: 197 / 0.015
o2111ai_1: 23 / 0.0030
mux2i_1: 28 / 0.0042
a32oi_1: 298 / 0.039
nand2_1: 528 / 0.030
o211ai_1: 40 / 0.0045
a32o_1: 91 / 0.014
nor3_1: 163 / 0.012
nand3_1: 488 / 0.036
a2111oi_0: 29 / 0.0038
ha_1: 27 / 0.0050
buf_2: 109 / 0.0081
dfrtp_1: 26 / 0.0097
a221oi_1: 164 / 0.021
a31oi_1: 93 / 0.0087
buf_1: 104 / 0.0058
or4_1: 38 / 0.0042
a22oi_1: 722 / 0.081
and4_1: 33 / 0.0043
a211oi_1: 41 / 0.0046
o21ai_0: 182 / 0.014
buf_4: 23 / 0.0026
and3_1: 127 / 0.012
a311oi_1: 22 / 0.0029
nand4_1: 333 / 0.031
nor2_1: 359 / 0.020
and2_1: 28 / 0.0026
a22o_1: 199 / 0.026
o22ai_1: 205 / 0.019
a21o_1: 20 / 0.0022
==> logic make-up after synthesis <==
logic type | count (synthesis)
other | 1
multiplexers | 37
buffers and inverters | 711
latches | 2064
AND-OR/OR-AND | 2556
adder cells (fa/ha/maj) | 28
flip-flops | 28
XOR/XNOR | 8
AND/OR/NAND/NOR | 2367
==> metrics by stage <==
step / hold slack [ns] / utilization / cell area, sq um / total power, mW / instances
after floorplan: 0.729 / - / 67100 / 4.10 / 7805
after detailed placement: 0.701 / 0.466 / 77200 / 10.3 / 10400
after CTS: 0.742 / 0.467 / 77300 / 10.4 / 10400
after global placement: 0.707 / 0.466 / 77200 / 10.4 / 10400
No activity file was given, so power comes from the tool's default toggle rates.
