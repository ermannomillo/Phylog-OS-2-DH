--- flow/design.v ---
	module bitonic_sorter(
		input [7:0] a1,a2,a3,a4,a5,a6,
		output wire [7:0] max
		);
		wire [7:0] mxx1,mxx2,mxx3,mxx4,mx1,mx2,mx3,mx4,mx5,mx6,mx7,mx8,mx9,mx10,mx11,mx12,mx13,mx14,mx15,mx16;
		wire [7:0] mnn1,mnn2,mnn3,mnn4,mn1,mn2,mn3,mn4,mn5,mn6,mn7,mn8,mn9,mn10,mn11,mn12,mn13,mn14,mn15,mn16;
		wire [7:0] id_plus_prty0, id_plus_prty1;
		wire [7:0] a7 = 0, a8 = 0;
		reg [7:0] out;
		BN m21(a1,a2,mnn1,mxx1);
		BN1 m22(a3,a4,mnn2,mxx2);
		BN m23(a5,a6,mnn3,mxx3);
		BN1 m24(a7,a8,mnn4,mxx4);
		BN m1(mnn1,mnn2,mn1,mx1);
		BN m2(mxx1,mxx2,mn2,mx2);
		BN1 m3(mnn3,mnn4,mn3,mx3);
		BN1 m4(mxx3,mxx4,mn4,mx4);
		BN m5(mn1,mn2,mn5,mx5);
		BN m6(mx1,mx2,mn6,mx6);
		BN1 m7(mn3,mn4,mn7,mx7);
		BN1 m8(mx3,mx4,mn8,mx8);
		BN m9(mn5,mn7,mn9,mx9);
		BN m10(mx5,mx7,mn10,mx10);
		BN m11(mn6,mn8,mn11,mx11);
		BN m12(mx6,mx8,mn12,mx12);
		BN m15(mx9,mx11,mn15,mx15);
		BN m16(mx10,mx12,mn16,mx16);
		BN m20(mx15,mx16,id_plus_prty0,id_plus_prty1);
		always @(*) begin
			if((id_plus_prty1 & 8'b11110000 ) != 0) begin 
				out <= id_plus_prty1 & 8'b00001111;
			end else begin 
				out <= 0;
			end
		end
		assign max = out;
	endmodule
	module BN1(
		input [7:0] A,B,
		output [7:0] max,min
		);
		wire LT1,GT1,EQ1;
		comp16 m1(A,B,LT1,GT1,EQ1);
		mux16 mx1(A,B,LT1,max);
		mux16 mx2(B,A,LT1,min);
	endmodule
	module BN(A,B,max,min
		 );
		input [7:0] A,B;
		output [7:0] max,min;
		wire LT1,GT1,EQ1;
		comp16 m1(A,B,LT1,GT1,EQ1);
		mux16 mx1(A,B,LT1,min);
		mux16 mx2(B,A,LT1,max);
	endmodule
	module mux16(
		 input [7:0] A,B,
		 input sel,
		 output [7:0] Y
		);
		assign Y = (sel)? B : A;
	endmodule
	module comp16(
		 input [7:0] A1,B1,
		 output reg LT1,GT1,EQ1
		 );
		 always @ (A1,B1) begin
			if (A1>B1) begin
				LT1 <= 0; GT1 <= 1; EQ1 <= 0;
			end
			else if (A1<B1) begin
				LT1 <= 1; GT1 <= 0; EQ1 <= 0;
			end
			else begin
				LT1 <= 0; GT1 <= 0; EQ1 <= 1;
			end
		 end
	endmodule
--- flow/run.sh ---
#!/bin/bash
# OpenROAD 26Q1-2900-gdf79404cd8, Yosys 0.63+post, stock flow scripts
make -C /OpenROAD-flow-scripts/flow DESIGN_CONFIG=/design/flow/config.mk WORK_HOME=/design/flow/orfs finish
--- flow/config.mk ---
export PLATFORM = sky130hd
export DESIGN_NAME = bitonic_sorter
export DESIGN_NICKNAME = bitonic_sorter
export VERILOG_FILES = /design/flow/design.v
export SDC_FILE = /design/flow/constraint.sdc
export NUM_CORES = 4
export LEC_CHECK = 1
export CORE_UTILIZATION = 50
--- flow/constraint.sdc ---
current_design bitonic_sorter

set clk_period 19.4
set clk_io_pct 0.2

create_clock -name clk0 -period $clk_period

set non_clock_inputs [all_inputs -no_clocks]
set_input_delay [expr $clk_period * $clk_io_pct] -clock clk0 $non_clock_inputs
set_output_delay [expr $clk_period * $clk_io_pct] -clock clk0 [all_outputs]
==> results.cfg <==
; implementation run metrics
[floorplanning]
ios = 56
die_w_um = 99.2
core-area_mm2 = 0.00920
rows = 35
fp.dieH_um = 99.2
initCoreUtil = 0.513
chipArea_mm2 = 0.00984

[detailed_routing]
vias_per_cell = 6.02
drt_iter0_markers = 205
drt_first_pass_iters = 5
routed_wirelength_um = 13600
vias = 4853
drcViolationCount = 0
ant_nets = 0
routedWlPerCell_um = 16.8
diodes = 0

[global_route]
grtUsageTotal = 0.281
grt_pass1_vias = 4466
grt_first_pass_wirelength_um = 22000
grt_max_degree = 22
antenna_found_initial = 0
grt_overflow = 0

[yosys]
synthCells = 635
topCellsByArea = ha_1, mux2i_1, a21oi_1, inv_1, nor2_1
syn_area_per_cell_um2 = 7.44
synth_warnings = 2
yosysTopAreaCell = ha_1
ys_types = 76
top_cell_area_share = 0.204
syn_area_mm2 = 0.00472
yosysChipArea_mm2 = 0.00472
synth_seq_share = 0
ys_cells = 635

[layout]
drive_above_1_share = 0.115
final_core_util = 0.604
logic_area_mm2 = 0.00439
regArea_um2 = 0
fillers = 854
clkbuf_count = 0
layout-area-overhead-vs-synth_pct = 17.7
seq_cells = 0

[worst_setup_path]
worst_path_max_delay_cell = clkdlybuf4s50_1
crit_type = input pin to output pin
required_ps = 15520
path_max_fanout = 10
critPathArrivalTime_ps = 14650
crit_path_frequent_cell = ha_1
cp-end-kind = output pin
start_kind = input pin
max_stage_delay_ps = 520

[placed_design]
dp_hpwl_um = 11700
gp_congestion = 0.982
io_buffers = 52

[final_timing]
fmax_mhz = 54.0
period_needed_ps = 18530
holdWs_ps = 9400
final_hold_viol_count = 0
worst_slew_pin_slew_ps = 791
timing.final.max_slew_violations = 0
finalCritPeriodShare = 0.955
maxSlewHeadroom = 0.471
setup_violations = 0
setup_tns_ps = 0

[run]
drv_cap = 0
warning_count = 33

[run_status]
status = complete, no violations

[worst_hold_path]
whs_path_depth = 7
hold_class = input pin to output pin

[clock_tree]
holdBufCountCts = 0
-- placed cells by master (no fill, tap or decap), types with 4 or more instances in the layout --
| cell | instances |
|---|---|
| a21oi_1 | 58 |
| nor2b_1 | 9 |
| nor2_1 | 62 |
| o22ai_1 | 12 |
| ha_1 | 77 |
| nor4bb_1 | 4 |
| clkdlybuf4s50_1 | 52 |
| a211o_1 | 4 |
| a211oi_1 | 11 |
| mux2i_1 | 84 |
| o21ai_0 | 13 |
| and4_1 | 5 |
| o21a_1 | 13 |
| a21o_1 | 19 |
| nor3_1 | 11 |
| nand2b_1 | 8 |
| mux2_2 | 20 |
| nand3_1 | 8 |
| buf_4 | 26 |
| nand2_1 | 29 |
| inv_1 | 74 |
| conb_1 | 4 |
| nand4_1 | 14 |
-- repair_timing --
item                                    CTS  global route
endpoints found under the setup margin    0             4
gates resized                             0            11
buffers inserted                          0             5
-- layout make-up --
| class | count | area share |
|---|---|---|
| Multi-Input combinational cell | 541 | 0.791 |
| Timing Repair Buffer | 80 | 0.134 |
| Inverter | 74 | 0.0500 |
| Tap cell | 111 | 0.0250 |
-- worst max-delay path, delay by kind of cell --
family / cells / cell delay, ps
multiplexers: 3 / 810
adder cells (fa/ha/maj): 6 / 1830
buffers and inverters: 11 / 2060
AND-OR/OR-AND: 17 / 3290
AND/OR/NAND/NOR: 15 / 2780
-- cells by family after synthesis --
group / after synthesis / synth area share
multiplexers: 105 / 0.229
other: 1 / 0.000794
AND-OR/OR-AND: 186 / 0.298
buffers and inverters: 98 / 0.0877
AND/OR/NAND/NOR: 168 / 0.180
adder cells (fa/ha/maj): 77 / 0.204
-- cells in the mapped netlist (all sizes together), types with 13 or more instances --
cell	n
mux2	21
nor3	13
nor2	64
o21a	13
mux2i	84
inv	74
a21o	19
a21oi	61
nand2	29
o21ai	16
nand4	14
ha	77
buf	15
-- worst paths after layout --
| kind | slack, ps | endpoint | start |
|---|---|---|---|
| max | 870 | max[1] | a2[1] |
| min | 9400 | max[2] | a6[2] |
-- metrics by stage --
stage	setup slack (ps)	cell area (um^2)	cells
3_3_place_gp	436	5440	800
2_1_floorplan	1010	4730	638
3_5_place_dp	334	5440	800
6_report	873	5560	806
4_1_cts	260	5440	800
5_1_grt	-27.6	5560	806
-- layer usage --
metal  share of wire  up-vias  global-route usage  wire [um]
met5               0        -                   0          0
met4           0.015        0              0.0486        208
met3           0.041       14              0.0207        551
met2            0.46       96               0.488       6290
met1            0.48     2239               0.388       6520
li1                -     2504                   -          -
